### design/flow/run.sh
#!/bin/bash
# OpenROAD 26Q1-2900-gdf79404cd8, Yosys 0.63+post, stock flow scripts
make -C /OpenROAD-flow-scripts/flow DESIGN_CONFIG=/design/flow/config.mk WORK_HOME=/design/flow/orfs finish
### design/flow/design.v
module ALU (
    input signed [31:0] A,
    input signed [31:0] B,
    input select,
    output reg signed [31:0] result
  );
  wire signed [31:0] res_add;
  wire signed [31:0] res_mul;
  fp_adder adder_inst (
             .A(A),
             .B(B),
             .result(res_add)
           );
  fp_multiplier multiplier_inst (
                  .a(A),
                  .b(B),
                  .result(res_mul)
                );
  always @(*)
  begin
    if (select == 1)
    begin
      result = res_add;
    end
    else
    begin
      result = res_mul;
    end
  end
endmodule
module ripple_4bit (
    input [3:0] A,
    input [3:0] B,
    input Cin,
    output [3:0] Sum,
    output Cout
  );
  wire [3:0] P;
  assign P=A ^ B;
  wire [3:0] Cout_temp;
  wire select;
  assign select=&P;
  assign Cout = (select == 1'b1) ? Cin : Cout_temp[3];
  assign {Cout_temp[0],Sum[0]} = A[0] + B[0] + Cin;
  assign {Cout_temp[1],Sum[1]} = A[1] + B[1] + Cout_temp[0];
  assign {Cout_temp[2],Sum[2]} = A[2] + B[2] + Cout_temp[1];
  assign {Cout_temp[3],Sum[3]} = A[3] + B[3] + Cout_temp[2];
endmodule
module Bypass_Adder (
    input [31:0] A,
    input [31:0] B,
    input Cin,
    output [31:0] Sum,
    output Cout
  );
  wire [8:0]Ctemp;
  assign Ctemp[0]=Cin;
  genvar i;
  generate
    for (i = 0; i < 8; i = i + 1)
    begin : ripple_loop
      ripple_4bit R(
                    .A(A[(4*i+3):(4*i)]),
                    .B(B[(4*i+3):(4*i)]),
                    .Cin(Ctemp[i]),
                    .Sum(Sum[(4*i+3):(4*i)]),
                    .Cout(Ctemp[i+1])
                  );
    end
  endgenerate
  assign Cout=Ctemp[8];
endmodule
module fp_adder (
    input signed  [31:0] A,
    input signed [31:0] B,
    output signed [31:0] result
  );
  reg sign1, sign2;
  reg [7:0] exponent1, exponent2;
  reg signed [22:0] fraction1, fraction2;
  reg signed [31:0] fraction1_32, fraction2_32,fraction1_32neg,fraction2_32neg;
  wire signed [31:0] result_fraction_add, result_fraction_sub12,result_fraction_sub21;
  reg signed [22:0] result_fraction;
  reg signed [7:0] result_exponent;
  reg result_sign;
  reg [21:0] temp_fraction;
  integer i;
  wire cout,cin;
  assign cin=0;
  reg signed [7:0] exponent_diff;
  Bypass_Adder fraction_add(
                 .A(fraction1_32),
                 .B(fraction2_32),
                 .Cin(cin),
                 .Sum(result_fraction_add),
                 .Cout(cout)
               );
  Bypass_Adder fraction_sub12(
                 .A(fraction1_32),
                 .B(fraction2_32neg),
                 .Cin(cin),
                 .Sum(result_fraction_sub12),
                 .Cout(cout)
               );
  Bypass_Adder fraction_sub21(
                      .A(fraction1_32neg),
                      .B(fraction2_32),
                      .Cin(cin),
                      .Sum(result_fraction_sub21),
                      .Cout(cout)
                    );
  always @*
  begin
    sign1 = A[31];
    sign2 = B[31];
    exponent1 = A[30:23];
    exponent2 = B[30:23];
    fraction1 =  A[22:0];
    fraction2 =  B[22:0];
    exponent_diff = exponent1 - exponent2;
    if (exponent_diff < 0)
    begin
      exponent_diff = -exponent_diff;
      fraction1 = $signed(fraction1) >>> exponent_diff;
      result_exponent = exponent2;
      result_sign = sign2;
    end
    else
    begin
      fraction2 = $signed(fraction2) >>> exponent_diff;
      result_exponent = exponent1;
      result_sign = sign1;
    end
    fraction1_32 = { {9{fraction1[22]}}, fraction1 };
    fraction2_32 = { {9{fraction2[22]}}, fraction2 };
    if (sign1 == sign2)
    begin
      result_fraction=result_fraction_add[22:0];
    end
    else
    begin
      if (fraction1 > fraction2)
      begin
        fraction2_32neg= -fraction2_32;
        result_fraction=result_fraction_sub12[22:0];
        result_sign = sign1;
      end
      else
      begin
        fraction1_32neg= -fraction1_32;
        result_fraction=result_fraction_sub21[22:0];
        result_sign = sign2;
      end
    end
    temp_fraction=result_fraction[21:0];
    if (result_fraction==23'b0)
    begin
      temp_fraction=22'b0;
    end
    else
    begin
      for(i = 0; i < 22; i = i + 1)
      begin
        if(temp_fraction[21]==0)
        begin
          temp_fraction = temp_fraction <<1;
          result_exponent =result_exponent-1;
        end
      end
    end
    result_fraction[21:0]=temp_fraction;
  end
  assign result = {result_sign, result_exponent, result_fraction};
endmodule
module fp_multiplier (
    input [31:0] a,
    input [31:0] b,
    output reg [31:0] result
  );
  wire sign_a = a[31];
  wire sign_b = b[31];
  wire [7:0] exp_a = a[30:23];
  wire [7:0] exp_b = b[30:23];
  wire [23:0] mant_a = {1'b1, a[22:0]};
  wire [23:0] mant_b = {1'b1, b[22:0]};
  wire [47:0] product = mant_a * mant_b;
  wire [8:0] sum_exp = exp_a + exp_b- 127;
  reg [7:0] final_exp;
  reg [22:0] final_mant;
  always @(*)
  begin
    if (product[47])
    begin
      final_exp = sum_exp + 1;
      final_mant = product[46:24];
    end
    else
    begin
      final_exp = sum_exp;
      final_mant = product[45:23];
    end
    if ((exp_a == 0) || (exp_b == 0))
    begin
      final_exp = 0;
      final_mant = 0;
    end
    else if ((exp_a == 8'hFF) || (exp_b == 8'hFF))
    begin
      final_exp = 8'hFF;
      final_mant = 0;
    end
    result = {sign_a ^ sign_b, final_exp, final_mant};
  end
endmodule
### design/flow/constraint.sdc
current_design ALU

set clk_period 53.9
set clk_io_pct 0.2

create_clock -name clk0 -period $clk_period

set non_clock_inputs [all_inputs -no_clocks]
set_input_delay [expr $clk_period * $clk_io_pct] -clock clk0 $non_clock_inputs
set_output_delay [expr $clk_period * $clk_io_pct] -clock clk0 [all_outputs]
### design/flow/config.mk
export PLATFORM = sky130hd
export DESIGN_NAME = ALU
export DESIGN_NICKNAME = ALU
export VERILOG_FILES = /design/flow/design.v
export SDC_FILE = /design/flow/constraint.sdc
export NUM_CORES = 4
export LEC_CHECK = 1
export CORE_UTILIZATION = 40
==> qor.log <==
INFO  run_status     status=finished clean
INFO  finish         nFillCells=8153
INFO  job            cap_violations=0
INFO  floorplan      chipWidth=288.5µm
INFO  sta            slew-limit-headroom=0.2987
INFO  finish         mostFrequentLayoutCell=inv_1
INFO  yosys          ys_chip_area=32840µm²
INFO  floorplan      ios=97
INFO  worst_setup_path critical_path.endpoint_type=output pin
INFO  yosys          synthesis.yosys.warnings=3
INFO  global_route   antenna_found_initial=1
INFO  worst_hold_path worst_min_delay_path_category=in -> out
INFO  sta            hold_violations=0
INFO  worst_setup_path timing.critical_path.mode_cell=fa_1
INFO  floorplan      row_count=104
INFO  global_route   grt_remaining_overflow=0
INFO  floorplan      die_area=83250µm²
INFO  sta            untimed_endpoints=46
INFO  yosys          syn-mean-instance-area=7.857µm²
INFO  route          drt_first_iter_violations=1892
INFO  sta            unclocked_regs=46
INFO  yosys          enable_flop_cells=0
INFO  worst_setup_path crit_buf_inv=12
INFO  worst_setup_path cpPeakStageDelay=720ps
INFO  sta            period_needed=48650ps
INFO  floorplan      floorplan.die.height=288.5µm
INFO  sta            setup_violations=0
INFO  route          totalWireLength=109800µm
INFO  floorplan      core_region_area=80940µm²
INFO  placement      globalplace.congestion=0.9792
INFO  worst_setup_path worst_setup_path_start_kind=primary input
INFO  job            tool_warnings=41
INFO  route          antenna_left=0
INFO  worst_setup_path crit_family=adder cells
INFO  yosys          yosysTopAreaCellShare=0.3328
INFO  global_route   largest_net_degree_at_the_start_of_global_routing=55
INFO  sta            rsz0062_at_grt=no
INFO  yosys          netlist_top_cells_area=fa_1 (33%), ha_1 (9.1%), inv_1 (7.5%)
INFO  yosys          synth_top_cell_by_area=fa_1
INFO  sta            timing_max_transition_violations_final=0
INFO  global_route   vias_in_the_first_global_route=29540
INFO  worst_setup_path slowest_cell_on_the_critical_path=o41ai_2
INFO  finish         mostFrequentLayoutCells=inv_1 (654), nand2_1 (573), fa_1 (546)
INFO  finish         area_growth=7.555%
INFO  finish         layout-drive-gt1-share=0.05488
INFO  yosys          synth_flop_count=46
INFO  placement      io_buffers=97
INFO  worst_setup_path crit_type=in -> out
INFO  global_route   first_pass_grt_wire_length=172800µm
INFO  yosys          postSynth.topFlopCell=dlxtn_1
INFO  worst_setup_path crit_required=43120ps
INFO  placement      detailedPlacementHpwl=83540µm
INFO  floorplan      floorplanUtilization=0.4058
INFO  global_route   overall_routing_resource_usage=0.2849
INFO  sta            fin_setup_tns=0ps
INFO  sta            finalClockPeriodUsage=0.9027
INFO  clocking       hold_fix_buffers_at_cts=0
INFO  worst_setup_path timing.critical_path.fanout_max=42
INFO  route          drt-vias-per-instance=5.534
INFO  finish         post-route-util=0.4364
INFO  route          detailroute.via_count=29060
INFO  yosys          yosys_stat_cell_total=4180
INFO  sta            worst_slew_pin_slew=1044ps
INFO  clocking       postCtsSetupBuffers=0
INFO  sta            fmaxAchievable=20.55MHz
INFO  route          detailedRoute.firstPassIterationCount=6
INFO  route          n_antenna_cell=0
INFO  worst_setup_path critPathArrivalTime=37870ps
INFO  yosys          syn-instance-count=4180
INFO  yosys          synth.cell_area=32840µm²
INFO  route          drc=0
INFO  route          drt-wirelength-per-cell=20.90µm
INFO  clocking       ctsResizeCount=0
INFO  yosys          synthDistinctLibCells=109
INFO  yosys          synth-async-reset-ratio=0
-- synthesized netlist by cell type (12+ instances only) --
| cell | n |
|---|---|
| nand3_1 | 72 |
| nand4_1 | 34 |
| nor3_1 | 68 |
| fa_1 | 546 |
| o22ai_1 | 21 |
| mux2_2 | 29 |
| xnor2_1 | 147 |
| a21oi_1 | 171 |
| a21o_1 | 32 |
| a211oi_1 | 43 |
| o21ai_1 | 12 |
| and2_1 | 230 |
| nand2_1 | 573 |
| or3_1 | 16 |
| nand2b_1 | 31 |
| inv_1 | 654 |
| xnor2_2 | 12 |
| ha_1 | 238 |
| o21ai_0 | 143 |
| a21boi_0 | 12 |
| clkbuf_1 | 170 |
| xor2_1 | 55 |
| buf_1 | 19 |
| o21a_1 | 15 |
| mux2i_1 | 99 |
| a31oi_1 | 28 |
| and3_1 | 16 |
| dlxtn_1 | 46 |
| nor2b_1 | 12 |
| buf_2 | 14 |
| nor2_1 | 312 |
| o211ai_1 | 44 |
| o31ai_1 | 15 |
| nor4_1 | 31 |
-- logic make-up after synthesis --
| logic type | share of synthesized area |
|---|---|
| adders and majority gates | 0.4241 |
| AOI/OAI and AO/OA | 0.1374 |
| muxes | 0.04122 |
| buffers and inverters | 0.09940 |
| and+or+nand+nor | 0.2093 |
| latches | 0.02103 |
| xor gates and xnor gates | 0.06747 |
-- worst min-delay path, stage by stage --
cell and delay (ps):
clkdlybuf4s50_1 400, buf_4 210, nand2_1 70, o21ai_0 70, clkdlybuf4s50_1 390
-- flip-flops by register name (all words and copies together) (netlist names) --
| register | count |
|---|---|
| adder_inst.fraction1_32neg | 23 |
| adder_inst.fraction2_32neg | 23 |
-- area by class of cell --
| type | instances | area [µm²] | share of cell area |
|---|---|---|---|
| tap | 1060 | 1326 | 0.03755 |
| timing repair buffer | 217 | 1872 | 0.05299 |
| multi-input combinational | 3272 | 28970 | 0.8202 |
| sequential | 46 | 690.7 | 0.01955 |
| inverter | 656 | 2462 | 0.06971 |
-- worst paths after layout --
path	slack, ps	cells after the start	from	endpoint
worst max-delay path	5250	108	B[24]	result[28]
worst min-delay path	22720	5	select	result[26]
-- stage by stage --
stage / setup slack [ps] / hold slack (ps) / area (µm²) / instances
final: 5246 / 22720 / 35320 / 5251
after global routing: 3249 / 22800 / 35320 / 5251
after CTS: 5276 / 22720 / 35320 / 5251
after global placement: 5557 / 22710 / 35320 / 5251
after floorplan: 8618 / 21630 / 32840 / 4180
after detailed placement: 5413 / 22730 / 35320 / 5251
-- routing by layer --
metal  track usage  vias up  part of all wire  routed length, µm
met5             0        -           0.00012                 13
met4       0.06892        2             0.030               3314
met3        0.1050      153              0.11              11770
met2        0.4180     1332              0.43              47480
met1        0.4122    14000              0.43              47170
li1              -    13570                 -                  -
