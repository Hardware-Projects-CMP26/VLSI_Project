==> design/flow/design.v <==
module booth_multiplier #(
    parameter WIDTH = 32
  )(
    input [WIDTH-1:0] multiplicand,   
    input [WIDTH-1:0] multiplier,     
    output reg [(2*WIDTH)-1:0] product
  );
  reg [1:0] booth_encoding;
  reg [WIDTH:0] partial_product;
  reg [(2*WIDTH)-1:0] shifted_partial_product;
  reg [(2*WIDTH)-1:0] accumulated_sum;
  wire [WIDTH:0] extended_multiplicand = {multiplicand[WIDTH-1], multiplicand};
  wire [WIDTH:0] neg_multiplicand = -extended_multiplicand;
  reg [WIDTH:0] multiplier_padded;
  integer i;
  always @(*)
  begin
    multiplier_padded = {multiplier, 1'b0};
    accumulated_sum = 0;
    for (i = 0; i < WIDTH; i = i + 1)
    begin
      booth_encoding = multiplier_padded[1:0];
      case (booth_encoding)
        2'b00, 2'b11:
          partial_product = 0;                   
        2'b01:
          partial_product = extended_multiplicand;    
        2'b10:
          partial_product = neg_multiplicand;    
        default:
          partial_product = 0;
      endcase
      shifted_partial_product = $signed(partial_product) << i;
      accumulated_sum = accumulated_sum + shifted_partial_product;
      multiplier_padded = {1'b0, multiplier_padded[WIDTH:1]};
    end
    product = accumulated_sum;
  end
endmodule
==> design/flow/run.sh <==
#!/bin/bash
# OpenROAD 26Q1-2900-gdf79404cd8, Yosys 0.63+post, stock flow scripts
make -C /OpenROAD-flow-scripts/flow DESIGN_CONFIG=/design/flow/config.mk WORK_HOME=/design/flow/orfs finish
==> design/flow/config.mk <==
export PLATFORM = sky130hd
export DESIGN_NAME = booth_multiplier
export DESIGN_NICKNAME = booth_multiplier
export VERILOG_FILES = /design/flow/design.v
export SDC_FILE = /design/flow/constraint.sdc
export NUM_CORES = 4
export LEC_CHECK = 1
export CORE_UTILIZATION = 40
==> design/flow/constraint.sdc <==
current_design booth_multiplier

set clk_period 39.5
set clk_io_pct 0.2

create_clock -name clk0 -period $clk_period

set non_clock_inputs [all_inputs -no_clocks]
set_input_delay [expr $clk_period * $clk_io_pct] -clock clk0 $non_clock_inputs
set_output_delay [expr $clk_period * $clk_io_pct] -clock clk0 [all_outputs]
==> results_slide.txt <==
Key Metrics from the Run

Clock network
  • Setup bufs post-CTS: 0
  • CTS resizes: 0
  • # hold bufs at CTS: 0

Finish
  • Clkbuf count: 0
  • Sequential Area: 0 um2
  • Area growth from synthesis to layout: 5.43%
  • Share of cells above drive strength 1: 0.137
  • Flops: 0
  • Most numerous logic cell after layout: fa_1
  • Fill cell count: 12,400
  • Most frequent cells in the layout: fa_1 (1,149), inv_1 (1,076), a22oi_1 (701)

Placed design
  • Post-DP HPWL: 150,000 um
  • Buffers on Ports: 128
  • Routability cong.: 1.04

Flow run
  • Log Warnings: 64
  • Total of max-cap violations: 0

Floorplanning
  • Chip area: 129,000 um2
  • Core box area: 126,000 um2
  • Row cnt: 130
  • Die H: 359 um
  • I/O pins: 128
  • Die Span X: 359 um
  • Initial Util: 0.405

Routing
  • Routed Antenna Nets: 0
  • Number of DRC markers in iteration 0: 3,755
  • DRC viols: 0
  • Final WL: 206,000 um
  • Via Count: 44,900
  • DR pass1 iterations: 9
  • Routed vias/inst: 6.02
  • Avg WL per Cell: 27.6 um

STA
  • Final period util: 0.742
  • Max-slew headroom: 0.314
  • Peak Freq: 0.0341 GHz
  • RSZ-0062 raised after global routing: false
  • Final setup viols: 0
  • Max Slew Vio Count: 0
  • Final min period: 29.32 ns
  • Fin. Hold Viols: 0
  • Total Neg Setup Slack: 0 ns
  • WHS: 17.47 ns
  • Slew @ Worst Pin: 1.03 ns

Worst setup path
  • Critical Path End Type: output port
  • Required @ worst endpoint: 31.60 ns
  • CP most frequent cell: fa_1
  • Max stage delay on crit path: 0.86 ns
  • Slowest CP cell: nor4_1
  • Crit path max fanout: 34
  • Top delay family on crit path: adder cells
  • Critical Path AT: 21.42 ns
  • Startpoint types: input pin
  • Worst path bufs/invs: 9
  • Kind of critical path: in -> out

Global routing
  • GRT Total Usage: 0.342
  • Met3 Resource Use GR: 0.202
  • Vias in the first global route: 47,800
  • Largest net degree at the start of global routing: 46
  • Met1 usage: 0.442
  • Remaining Overflow, GRT: 0
  • Met2 usage: 0.475
  • First-pass GRT wire length: 313,000 um
  • Most used routing layer: met2
  • Initial antenna violation count: 1

Synth
  • Post-Synthesis Cells: 6,077
  • Number of library cell types mapped by synthesis: 58
  • Seq/Total Area, Yosys: 0
  • Avg Cell Area, Syn: 8.41 um2
  • Yosys Chip Area: 51,100 um2
  • Post-Synthesis Cell Area: 51,100 um2
  • Yosys Warn Count: 1
  • # Cells Yosys: 6,077

Min path
  • Hold Crit Class: in -> out

Power and ir drop
  • Pwr per Cell Area: 250 nW/um2
  • Max VDD drop: 0.000777 V
  • Internal: 6.35 mW
  • Pleak: 25.7 nW
  • Psw: 7.11 mW
  • Switch share: 0.528

Outcome
  • Status: finished, final reports clean
cells in the mapped netlist, drive strengths merged, types with 5 or more instances:
master / instances / area, um2
fa: 1149 / 23000
inv: 1077 / 4040
a22oi: 701 / 5260
or2: 533 / 3330
clkbuf: 531 / 1990
nand2: 402 / 1510
nor2: 289 / 1080
a21oi: 245 / 1230
a21o: 217 / 1630
ha: 213 / 2670
mux2i: 116 / 1160
nand2b: 105 / 657
a22o: 79 / 692
xnor2: 73 / 639
buf: 70 / 269
nor3: 44 / 230
o21ai: 37 / 185
mux2: 29 / 327
and2: 22 / 138
xor2: 20 / 175
nand4: 13 / 81.3
nand3: 12 / 60.1
or3: 10 / 67.6
a211oi: 9 / 67.6
nor4: 8 / 77.6
o21bai: 8 / 60.1
o211ai: 7 / 52.6
and3: 6 / 37.5
nor2b: 6 / 37.5
a31oi: 5 / 31.3
stage by stage:
step	util	setup WS (ns)	cell area [um2]	power, mW	instances
after floorplan	-	12.92	51100	6.94	6077
after global placement	0.427	10.43	53900	13.3	7458
after detailed placement	0.427	10.42	53900	13.1	7458
after CTS	0.427	10.38	53900	13.4	7458
after global routing	0.427	9.78	53900	14.7	7458
final	0.427	10.18	53900	13.5	7459
path summary, 6_finish.rpt:
| path | slack (ns) | startpoint | depth (start not counted) | endpoint |
|---|---|---|---|---|
| worst min-delay path | 17.47 | multiplier[0] | 5 | product[1] |
| worst max-delay path | 10.18 | multiplicand[11] | 37 | product[62] |
power groups by stage:
stage | registers, mW | logic [mW] | clock network [mW]
4_1_cts | 0 | 13.4 | 0
5_1_grt | 0 | 14.7 | 0
cell type report:
class / count / area (um2) / area share
inverter: 1079 / 4050 / 0.0751
tap: 1650 / 2060 / 0.0383
timing repair buffer: 332 / 2750 / 0.0510
multi-input combinational: 4397 / 45000 / 0.836
antenna: 1 / 2.50 / 0.0000464
cells by family after synthesis:
| kind of cell | share of synthesized area |
|---|---|
| mux | 0.0291 |
| buf+inv | 0.123 |
| xor+xnor | 0.0159 |
| fa+ha+maj | 0.502 |
| simple gates | 0.145 |
| compound gates | 0.184 |
tightest hold or removal path, delay by kind of cell:
kind / cells / cell delay (ns)
adders and majority gates: 1 / 0.29
and+or+nand+nor: 1 / 0.22
buffers and inverters: 3 / 1.14
per-layer routing:
metal	wire length [um]	vias to the layer above
li1	-	18700
met1	74600	22400
met2	87100	3214
met4	10200	8
met5	354	-
met3	33800	595
No activity file was given, so power comes from the tool's default toggle rates.
